$ cat ./design.v
`timescale 1ns / 1ps
module SevenSegDisplay(input clk, input rst, input [7:0]DataIn, output reg [7:0]a_to_g);
   reg [3:0]data;
   integer counter;
   always @(posedge clk)
      begin
         if (rst)
            counter = 0;
         else
            begin
               counter = counter +1;
               if (counter == 32)
                  begin
                     data = DataIn[7:4];
                     a_to_g[7] = 1;  
                  end
               else if (counter == 64)
                  begin
                     data = DataIn [3:0];
                     a_to_g[7] = 0;  
                     counter = 0;  
                  end
            end
      end
   always @(*)
     begin
         case(data)
         4'b0000: a_to_g[6:0] = 7'b1111110;
         4'b0001: a_to_g[6:0] = 7'b0110000;
         4'b0010: a_to_g[6:0] = 7'b1101101;
         4'b0011: a_to_g[6:0] = 7'b1111001;
         4'b0100: a_to_g[6:0] = 7'b0110011;
         4'b0101: a_to_g[6:0] = 7'b1011011;
         4'b0110: a_to_g[6:0] = 7'b1011111;
         4'b0111: a_to_g[6:0] = 7'b1110000;
         4'b1000: a_to_g[6:0] = 7'b1111111;
         4'b1001: a_to_g[6:0] = 7'b1111011;
         4'b1010: a_to_g[6:0] = 7'b1110111;
         4'b1011: a_to_g[6:0] = 7'b0011111;
         4'b1100: a_to_g[6:0] = 7'b1001110;
         4'b1101: a_to_g[6:0] = 7'b0111101;
         4'b1110: a_to_g[6:0] = 7'b1001111;
         4'b1111: a_to_g[6:0] = 7'b1000111;
         default: a_to_g[6:0] = 7'b0000001;  
      endcase
     end
endmodule
$ cat ./run.sh
#!/bin/bash
# OpenROAD 26Q1-2900-gdf79404cd8, Yosys 0.63+post, stock flow scripts
make -C /OpenROAD-flow-scripts/flow DESIGN_CONFIG=/design/flow/config.mk WORK_HOME=/design/flow/orfs finish
$ cat ./config.mk
export PLATFORM = sky130hd
export DESIGN_NAME = SevenSegDisplay
export DESIGN_NICKNAME = SevenSegDisplay
export VERILOG_FILES = /design/flow/design.v
export SDC_FILE = /design/flow/constraint.sdc
export NUM_CORES = 4
export LEC_CHECK = 1
export CORE_UTILIZATION = 50
$ cat ./constraint.sdc
current_design SevenSegDisplay

set clk_period 10.5
set clk_io_pct 0.2

create_clock -name clk0 -period $clk_period [get_ports {clk}]

set non_clock_inputs [all_inputs -no_clocks]
set_input_delay [expr $clk_period * $clk_io_pct] -clock clk0 $non_clock_inputs
set_output_delay [expr $clk_period * $clk_io_pct] -clock clk0 [all_outputs]
==> notes.md <==
### Routing
- 4 — drt first pass iters
- 0 — Antenna Diode Count
- 5.47 — via count normalized by instance count
- 0 — DRC violations left
- 5720 um — total wire length
- 0 — tally of nets with antenna violations remaining after routing
- 2280 — vias post-DR
- 128 — DR iter-0 viols
- 13.7 um — drt wl/cell

### Clock tree
- 0 — Setup Buffers After CTS
- 2 — count of H-tree levels built during CTS
- 44 — number of clock sinks seen by CTS
- 0 — # resized after CTS
- 80 ps — Worst-path clk slew
- 5 — number of buffers created by CTS
- 290 ps — insertion delay at the late pin of the worst-skew pair
- 0 — CTS Hold Buffers Added
- clkbuf_8 — cell at the root of the clock tree
- done — TritonCTS clock tree
- 2 — clock tree buffer depth

### Synthesis
- 5 — EDFF count, synth
- 33.2% — sequential share of the synthesized area
- 44 — Flops after synth
- 1 — synthesis warning total
- 335 — Mapped Cells
- 42 x nor2_1, 39 x dfxtp_1, 26 x nand2_1, 26 x xnor2_1, 18 x nand3_1 — most numerous cell types in the synthesized netlist
- dfxtp_1 28%, xnor2_1 8.1%, nor2_1 5.6% — biggest area contributors in the synthesized netlist
- 51 — number of distinct standard cells referenced by the synthesized netlist
- dfxtp_1 — most used flip-flop cell
- nor2_1 — count leader, synth
- 8.38 um^2 — average instance area after synthesis
- 0.00281 mm^2 — combined area of all synthesized cells
- dfxtp_1 — cell type with the largest total area
- 0% — FFs w/ async S/R, synth
- 27.8% — Largest type area fraction
- 0.00281 mm^2 — post-synthesis chip area from yosys
- 335 — number of cell instances after yosys synthesis

### Final timing
- 0 — final-report setup violation count
- 822 ps — transition at the pin with the smallest max-transition slack
- no — RSZ-0062 raised after global routing
- 224 MHz — achievable frequency
- 4460 ps — clock period minus final worst setup slack
- 0 — Fin. Hold Viols
- 44.8% — remaining max-slew budget at the tightest pin
- 4.46 ps — Worst Clk Skew
- 0 ps — Sum Neg Setup Slack
- 6040 ps — setup ws final
- 42.5% — final worst-path cycle share
- 0 — Pins Over Slew Limit

### Die
- 0.00527 mm^2 — core area
- 0.00592 mm^2 — overall die area
- 18 — number of placed I/O pins
- 76.9 um — DIE HEIGHT
- 53.3% — FP Core Util
- 76.9 um — horizontal die dimension
- 26 — standard-cell row count

### Job
- 0 — maximum capacitance violations
- 33 — number of warnings in the stage logs

### Global route
- 2054 — number of global-route vias before repair
- 30 — maximum number of pins on one net before global-route repair
- 9760 um — global-route wire length before repair
- 20.8% — Global Route Usage Sum
- 0 — total grt overflow
- 0 — number of antenna violations at the first check in global routing

### Power and ir drop
- 93.7 mW/mm^2 — power per cell area
- 1.08 nW — cell leakage power
- 70.0 uV — maximum ir drop on the vdd rail
- 0.290 mW — total power of the final layout

### Finish
- 9.22% — layout cell share with drive strength beyond 1
- 417 — non-filler instance count after layout
- 931 um^2 — sequential cell area
- 0.00178 mm^2 — area of combinational cells with multiple inputs
- 473 — number of filler cells placed in the layout
- 10.4% — Area growth, synth to finish

### Place
- 5740 ps — worst-case setup slack after placement
- 0.878 — final RePlAce weighted congestion
- 17 — count of input and output buffers
- 4260 um — detailed placer's ending HPWL
- 409 — number of placed instances, taps included

### Min path
- counter[27] — hold_sp
- register to register — hold crit path type
- counter[27] — endpoint of the worst hold-timing path
- 2 — number of stages on the worst hold path

### Run status
- complete, no violations — run status

### Worst setup path
- 4640 ps — arrival time of data at the critical path endpoint
- 500 ps — largest stage delay on the critical path
- 6180 ps — setup slack of the worst register-to-register path
- o21ai_0 — CP most frequent cell
- a_to_g[6] — Critical R2R Capture
- buffers and inverters — kind of cell with the highest combined delay on the critical path
- clkdlybuf4s50_1 — Worst path slowest cell
- 15 — worst r2r path cells
- primary input to register — critical setup path kind
- 3 — crit path buf inv count
- primary input — CP Launch Type
- rst — Critical Path Source
- 10680 ps — required time worst endpoint
- 18 — Max FO, Critical Path
- counter[0] — FF-to-FF Start
- register — Setup crit end kind
- clkdlybuf4s50_1, nor3_1, nand4_1, nor4_4, buf_4, mux2_2, inv_1, ha_1, nor3b_1, o21ai_0, o21ai_0, a21oi_1 — critical-path cell list

## cell type report
| class | count | share of cell area [%] |
|---|---|---|
| clock buffers | 7 | 2.46 |
| clock inverters | 1 | 0.161 |
| inverters | 10 | 1.21 |
| multi-input cells | 266 | 57.3 |
| flip-flops and latches | 44 | 30.0 |
| well taps | 70 | 2.83 |
| repair buffers | 19 | 5.97 |
## cell usage in the layout (no fill, tap or decap), types with 2 or more instances in the layout
| cell | netlist | final |
|---|---|---|
| inv_1 | 10 | 10 |
| edfxtp_1 | 5 | 5 |
| clkbuf_1 | 7 | 2 |
| and4_1 | 2 | 2 |
| clkbuf_8 | 0 | 5 |
| mux2_2 | 7 | 7 |
| a21o_1 | 2 | 2 |
| mux2i_1 | 10 | 10 |
| dfxtp_1 | 39 | 39 |
| or3_1 | 9 | 9 |
| nand4_1 | 11 | 11 |
| and3_1 | 8 | 8 |
| clkdlybuf4s50_1 | 0 | 17 |
| a31oi_1 | 4 | 4 |
| and2_1 | 2 | 2 |
| nor2_1 | 42 | 42 |
| nand2_1 | 26 | 26 |
| a22oi_1 | 3 | 3 |
| o21a_1 | 2 | 2 |
| nor4_1 | 7 | 7 |
| xor2_1 | 11 | 11 |
| ha_1 | 9 | 9 |
| or4_1 | 2 | 2 |
| buf_4 | 0 | 2 |
| a21oi_1 | 8 | 8 |
| or2_2 | 4 | 4 |
| nor3_1 | 16 | 16 |
| nand2b_1 | 2 | 2 |
| xnor2_1 | 26 | 26 |
| o21ai_0 | 11 | 11 |
| or4_4 | 2 | 2 |
| nand3_1 | 18 | 18 |
| a31o_2 | 3 | 3 |
## worst max path at each step
stage,end,cells past startpoint
after CTS,a_to_g[6],12
after global routing,a_to_g[6],12
final,a_to_g[6],12
## sequential cells by signal (all words and copies together), names as in the netlist
| register | count |
|---|---|
| counter | 32 |
| a_to_g | 8 |
| data | 4 |
## cell families (layout without fill, tap and decap cells)
kind of cell               after synthesis  after routing  synth area share (%)
muxes                                   18             18                  6.87
AOI/OAI and AO/OA                       44             44                  10.9
xor gates and xnor gates                37             37                  11.5
adders and majority gates                9              9                  4.01
buffers and inverters                   25             37                  3.66
DFF                                     44             44                  33.2
and+or+nand+nor                        158            158                  29.9
## routing by layer
metal,GRT usage (%),wire length [um],vias up
met2,29.8,2320,42
li1,-,-,1212
met4,2.88,89,0
met3,4.23,307,8
met5,0,0,-
met1,33.8,2990,1018
## worst min-delay path, cell delays in order, from the launching register on
cell,delay (ps)
dfxtp_1,350
o21ai_0,80
a21oi_1,60
## where the power goes
group	total, mW	internal (mW)	switching (mW)
combinational	0.0159	0.00760	0.00827
sequential	0.173	0.171	0.00209
clock	0.102	0.0467	0.0551
total	0.290	0.225	0.0654
## through the flow
stage / cell area (um^2) / hold WS (ps) / util, %
floorplan: 2810 / 486 / -
global placement: 3020 / 527 / 57.3
detailed placement: 3020 / 524 / 57.3
CTS: 3100 / 541 / 58.8
global route: 3100 / 587 / 58.8
finish: 3100 / 542 / 58.8
Power figures rest on the tool's default switching activity, not on a simulated workload.

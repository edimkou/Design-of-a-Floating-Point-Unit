==> design.v <==
`timescale 1ns / 1ps
module DataMemory(input clk, input rst, input en, output reg [31:0] A, output reg [31:0] B);
     reg [3:0] i;
    always @(posedge rst or posedge en)
        begin
            if (rst)
                i = 4'b0000;
            else if(i == 4'b1001)
                i = 4'b0000;
            else
                i = i + 1;
        end
     always @(*)
                begin
                    case(i)
                        4'b0000:
                            begin
                                A = 32'h3f800000;
                                B = 32'h40000000;
                            end
                        4'b0001:
                            begin
                                A = 32'hbf800000;
                                B = 32'h3f800000;
                            end
                        4'b0010:
                            begin
                                A = 32'hc2de8000;
                                B = 32'h45155e00;
                            end
                        4'b0011:
                            begin
                                A = 32'h6b64b235;
                                B = 32'h6ac49214;
                            end
                        4'b0100:
                            begin
                                A = 32'h2ac49214;
                                B = 32'h6ac49214;
                            end
                        4'b0101:
                            begin
                                A = 32'hbfc66666;
                                B = 32'h3fc7ae14;
                            end
                        4'b0110:
                            begin
                                A = 32'hc565ee8b;
                                B = 32'h4565ee8a;
                            end
                        4'b0111:
                            begin
                                A = 32'h447a4efa;
                                B = 32'hc47a1ccd;
                            end
                        4'b1000:
                            begin
                                A = 32'h00000000;
                                B = 32'h00000000;
                            end
                        4'b1001:
                            begin
                                A = 32'h38108900;
                                B = 32'hbb908900;
                            end
                endcase
            end
endmodule
==> run.sh <==
#!/bin/bash
# OpenROAD 26Q1-2900-gdf79404cd8, Yosys 0.63+post, stock flow scripts
make -C /OpenROAD-flow-scripts/flow DESIGN_CONFIG=/design/flow/config.mk WORK_HOME=/design/flow/orfs finish
==> config.mk <==
export PLATFORM = sky130hd
export DESIGN_NAME = DataMemory
export DESIGN_NICKNAME = DataMemory
export VERILOG_FILES = /design/flow/design.v
export SDC_FILE = /design/flow/constraint.sdc
export NUM_CORES = 4
export LEC_CHECK = 1
export CORE_AREA = 10 10 109 109
export DIE_AREA = 0 0 119 119
==> constraint.sdc <==
current_design DataMemory

set clk_period 2.9
set clk_io_pct 0.2

create_clock -name clk0 -period $clk_period [get_ports {en}]

set non_clock_inputs [all_inputs -no_clocks]
set_input_delay [expr $clk_period * $clk_io_pct] -clock clk0 $non_clock_inputs
set_output_delay [expr $clk_period * $clk_io_pct] -clock clk0 [all_outputs]
==> results.ini <==
[floorplan]
die_h_microns=119
chip_area_sq_um=14200
rows=36
coreArea_sq_um=9640
boundaryPins=67
initCoreUtil_pct=16.0
die_x_microns=119

[final_timing]
hold_viol_final=0
unclocked_regs=51
slew_viol_final=0
setup_ws_ns=1.01
fin_skew_ns=0.00153
tightestPinTransition_ns=0.807
tns_ns=0
period_minus_slack_ns=1.89
untimed_endpoints=114
slew_headroom_pct=46.2
grt_setup_unrepaired=false
finalCritPeriodShare_pct=65.3
setup_viol=0
fmax_ghz=0.528

[grt]
grt_pass1_wl_microns=6800
grt.total_usage_pct=5.78
grt-ovfl-total=0
antenna_found_initial=0
grt_start_max_net_pins=38
first_global_vias=1220

[synth]
flop_cell=dlxtn_1
synth-edff-count=0
yosys_warnings=1
mappedNetlistArea_sq_um=1540
yosys.area.top_type=dlxtn_1
syn_avg_cell_area_sq_um=8.87
synthArstFlopShare_pct=7.27
ys_top_cells_by_count=dlxtn_1 (51), nor2_1 (23), buf_4 (17), a21oi_1 (16), nand2_1 (9)
synth.most_common_cell=dlxtn_1
synthDistinctLibCells=34
topCellsByArea=dlxtn_1 (50%), buf_4 (8.3%), dfrtp_1 (6.5%)
ys.flops=55
ys_chip_area_sq_um=1540
ys_cells=174
syn_inst=174
yosys.area.top_type_share_pct=49.6

[setup_path]
r2r_start=i[3]
cp_slowest_cell=dfrtp_1
worst-path-buf-inv=0
arrival_ns=1.99
cpPeakStageDelay_ns=0.86
path_cells=nand2b_1, nor2_1, a221o_1
crit_fanout=30
required_ns=2.99
startpoint_type=flip-flop
reg2regPathDepth=3
rrSetupSlack_ns=1.01
timing.rr.end=i[3]
end_kind=flip-flop
cp_top_family=flip-flops
criticalPathCategory=flip-flop to flip-flop

[place]
portBuffers=64
place.detailed.hpwl_microns=3460
dp.cells=348
gp_congestion=0.789
place_ws_ns=1.02

[cts]
clock-root-buffer=clkbuf_8
htree_levels=1
cts_setup_buffers=0
postCtsResizedCells=0
clk_latency_ns=0.21
cts_hold_buf=0
cts_tree=yes
clockBufferDepth=2
cts_buffers=3
path_clk_slew_ns=0.03

[drt]
routed-via-count=1231
diodes=0
remaining_drc_errors=0
drt-total-wl_microns=4390
drt-initial-drc-count=90
routedWlPerCell_microns=12.5
firstDrtPassIters=4
ant_nets=0
avgViaCountPerCell=3.51

[power_and_ir_drop]
ir_drop_uv=79.9
powerDensity_nw_per_um2=77.7
p_total_uw=174
power.leakage_nw=0.931

[final_layout]
syn_to_final_growth_pct=44.7
drive_gt1_share_pct=6.88
nFillCells=1079
final_cells=351

[hold_path]
hold_class=primary input to asynchronous set/reset pin

[run_status]
status=complete, no violations

[flow_run]
tool_warnings=26
cap_violations=0

## state kept, by name, indices dropped and copies added (netlist names)
| name | count |
|---|---|
| i | 4 |
| B | 23 |
| A | 28 |
## layout by cell type, fill, tap and decap left out
cell,synthesis,layout
and3b_1,1,1
nor3b_2,1,1
nor2_1,23,23
and2b_2,1,1
conb_1,1,1
nand3_2,1,1
inv_1,5,5
a221o_1,1,1
dlxtn_1,51,51
buf_4,17,1
nor3_4,1,1
clkbuf_8,0,3
o21ai_1,2,2
a21oi_1,16,16
o31ai_1,2,2
o21bai_1,1,1
nor2_2,1,1
or3b_4,1,1
nor3_1,4,4
o221ai_1,1,1
nand2_1,9,9
or2_2,3,3
a32oi_1,2,2
inv_2,1,1
clkdlybuf4s50_1,0,64
and2b_1,1,1
o21ai_0,4,4
nor2b_1,3,2
and2_1,1,1
nand2b_1,5,5
dfrtp_1,4,4
or3_1,1,1
nor2b_2,0,1
o22ai_1,2,2
## power breakdown
| part | total, mW | switching, mW | internal, mW |
|---|---|---|---|
| registers | 0.0562 | 0 | 0.0562 |
| logic | 0.00247 | 0.00120 | 0.00126 |
| clock network | 0.115 | 0.0267 | 0.0883 |
## worst max-delay path by stage
| stage | startpoint | endpoint | slack, ns | depth (start not counted) |
|---|---|---|---|---|
| finish | i[3] | i[3] | 1.01 | 3 |
| global route | i[3] | i[3] | 0.89 | 3 |
| CTS | i[3] | i[3] | 1.02 | 3 |
## final cells by class
type                    count  area [sq um]  area share (%)
multi-input cells          89           490            21.9
repair buffers             65           648            29.0
inverters                   6          22.5            1.01
well taps                 133           166            7.45
flip-flops and latches     55           866            38.7
clock buffers               3          41.3            1.85
## metrics by stage
stage / cell area [sq um] / hold slack (ns) / util, %
after detailed placement: 2190 / 0.786 / 22.8
after global placement: 2190 / 0.780 / 22.8
after CTS: 2230 / 0.559 / 23.2
after floorplan: 1540 / 0.346 / -
final: 2230 / 0.555 / 23.2
after global routing: 2230 / 0.578 / 23.2
## cells by family (layout without fill, tap and decap cells)
family	after synthesis	count (layout)	share of synthesized area, %
simple gates	57	57	19.6
latches	51	51	49.6
compound gates	31	31	11.8
buf+inv	30	74	12.3
flops	4	4	6.48
other cells	1	1	0.243
## layer usage
layer | GRT usage (%) | wire, microns
met1 | 8.03 | 2110
met2 | 8.82 | 1850
met3 | 1.87 | 370
met4 | 0.840 | 54
met5 | 0 | 0
## worst register-to-register path: cells and delay by family, from the launching register on
kind            cells  cell delay (ns)
compound gates      1             0.27
simple gates        2             0.64
flops               1             0.86
Power is estimated from default activity; no workload was simulated.
